**flow/design.v**
```verilog
module SubModule (
  input wire clk,
  input wire rst,
  input wire [7:0] data,
  input wire [7:0] addr,
  input wire [7:0] feed_in,
  input wire [7:0] feed_in_addr,
  output reg [7:0] feed_out,
  output reg [7:0] feed_out_addr,
  output reg [7:0] ab,
  output reg [7:0] b
);
  wire comparator = feed_in >= b;
  always @ (posedge clk or posedge rst) begin 
    if (rst) begin
      b <= 'b0;
    end
    else if (comparator) begin 
      b <= feed_in;
      ab <= feed_in_addr;
    end 
  end
  always @ (*) begin 
    feed_out = comparator ? b : data;
    feed_out_addr = comparator ? ab : addr;
  end
endmodule 
module Sorter # (
  parameter N = 64
)(
  input wire clk,                        
  input wire rst,                        
  input wire [7:0] data,                 
  input wire [7:0] addr,                 
  output reg [N*8 - 1:0] sorted_data,    
  output reg [N*8 - 1:0] sorted_addr     
); 
  wire [7:0] out_array_data [0:N-1];
  wire [7:0] out_array_addr [0:N-1];
  integer i;
  always @(*) begin 
    for (i = 0; i < N; i = i + 1) begin 
      sorted_data[7+8*i -:8] <= out_array_data[i];
      sorted_addr[7+8*i -:8] <= out_array_addr[i];
    end
  end
  wire [7:0] feed_outs [0:N-1];
  wire [7:0] feed_out_addrs [0:N-1];
  SubModule u_SubModule_0 (
    .clk              (clk),
    .rst              (rst),
    .data             (data),
    .addr             (addr),
    .feed_in          (data),
    .feed_in_addr     (addr),
    .feed_out         (feed_outs[0]),
    .feed_out_addr    (feed_out_addrs[0]),
    .ab               (out_array_addr[0]),
    .b                (out_array_data[0])
  );
  genvar j;
  generate
    for (j = 1; j < N; j = j + 1) begin : G
      SubModule u_SubModule_0 (
        .clk              (clk),
        .rst              (rst),
        .data             (data),
        .addr             (addr),
        .feed_in          (feed_outs[j-1]),        
        .feed_in_addr     (feed_out_addrs[j-1]),
        .feed_out         (feed_outs[j]),
        .feed_out_addr    (feed_out_addrs[j]),
        .ab               (out_array_addr[j]),
        .b                (out_array_data[j])
      );
    end
  endgenerate
endmodule
```
**flow/run.sh**
```bash
#!/bin/bash
# OpenROAD 26Q1-2900-gdf79404cd8, Yosys 0.63+post, stock flow scripts
make -C /OpenROAD-flow-scripts/flow DESIGN_CONFIG=/design/flow/config.mk WORK_HOME=/design/flow/orfs finish
```
**flow/config.mk**
```make
export PLATFORM = sky130hd
export DESIGN_NAME = Sorter
export DESIGN_NICKNAME = Sorter
export VERILOG_FILES = /design/flow/design.v
export SDC_FILE = /design/flow/constraint.sdc
export NUM_CORES = 4
export LEC_CHECK = 1
export CORE_UTILIZATION = 30
```
**flow/constraint.sdc**
```tcl
current_design Sorter

set clk_period 158.5
set clk_io_pct 0.2

create_clock -name clk0 -period $clk_period [get_ports {clk}]

set non_clock_inputs [all_inputs -no_clocks]
set_input_delay [expr $clk_period * $clk_io_pct] -clock clk0 $non_clock_inputs
set_output_delay [expr $clk_period * $clk_io_pct] -clock clk0 [all_outputs]
```
==> out/qor.json <==
{
  "die_outline_width": {"value": 444, "unit": "µm"},
  "critical-path-slowest-cell": {"value": "a2111oi_0"},
  "cpMostUsedCell": {"value": "ha_1"},
  "floorplan.rows": {"value": 161},
  "vias_per_cell": {"value": 5.01},
  "cp_slowest_stage_delay": {"value": 0.74, "unit": "ns"},
  "timing.rr.start": {"value": "u_SubModule_0.b[0]$_DFFE_PP0P_"},
  "critical_path.reg2reg.endpoint": {"value": "G[63].u_SubModule_0.ab[1]$_DFFE_PP_"},
  "cts.path.max_buffers": {"value": 3},
  "ctsRootBufferMaster": {"value": "clkbuf_16"},
  "fp.dieH": {"value": 444, "unit": "µm"},
  "areaGrowthSynthToFinish": {"value": 30.1, "unit": "%"},
  "ys_types": {"value": 41},
  "cts_setup_buffers": {"value": 0},
  "period_used_share": {"value": 87.3, "unit": "%"},
  "gp_routability_congestion": {"value": 0.948},
  "wl": {"value": 223000, "unit": "µm"},
  "hold_violations": {"value": 0},
  "drt_pass1_iterations": {"value": 5},
  "startpoint_type": {"value": "primary input"},
  "numPlacedInstances": {"value": 7887},
  "synth_area": {"value": 58700, "unit": "µm²"},
  "netlist_instances": {"value": 4462},
  "gr-total-overflow": {"value": 0},
  "cts_hold_buf": {"value": 0},
  "cts_resized": {"value": 0},
  "worst-slew-pin-transition": {"value": 0.794, "unit": "ns"},
  "average_size_of_a_mapped_cell": {"value": 13.2, "unit": "µm²"},
  "critPathRequiredTime": {"value": 158.98, "unit": "ns"},
  "timing.clock.skew": {"value": 0.0474, "unit": "ns"},
  "h-tree-depth": {"value": 3},
  "dr.first_iter.drc_count": {"value": 2083},
  "r2r_setup_slack": {"value": 51.39, "unit": "ns"},
  "hp-start": {"value": "G[63].u_SubModule_0.b[3]$_DFFE_PP0P_"},
  "fp-utilization": {"value": 30.3, "unit": "%"},
  "unrepaired_setup_endpoints_after_global_routing": {"value": "false"},
  "class_of_the_worst_hold_path": {"value": "reg -> reg"},
  "floorplan.core_area": {"value": 193000, "unit": "µm²"},
  "place.detailed.hpwl": {"value": 172000, "unit": "µm"},
  "die-area": {"value": 197000, "unit": "µm²"},
  "slew_limit_fails": {"value": 0},
  "routed-via-count": {"value": 40700},
  "portBuffers": {"value": 1041},
  "setup_violations": {"value": 0},
  "post-route-min-period": {"value": 138.36, "unit": "ns"},
  "edf_count": {"value": 512},
  "achievable-frequency": {"value": 7.23, "unit": "MHz"},
  "clk-insertion-delay-late": {"value": 0.79, "unit": "ns"},
  "warning_count": {"value": 26},
  "ys_area": {"value": 58700, "unit": "µm²"},
  "antenna_found_initial": {"value": 11},
  "stdcell_count": {"value": 8122},
  "num_io_pins": {"value": 1042},
  "timing.max_cap.violations": {"value": 0},
  "yosysWarningCount": {"value": 2},
  "final.setup.tns": {"value": 0, "unit": "ns"},
  "cts.reportedPaths.clkPinSlew": {"value": 0.06, "unit": "ns"},
  "synth_top_flop_cell": {"value": "edfxtp_1"},
  "layout-drive-gt1-share": {"value": 31.6, "unit": "%"},
  "cts_tree": {"value": "built"},
  "grt.total_usage": {"value": 23.2, "unit": "%"},
  "route.detailed.drc": {"value": 0},
  "grt_first_pass_wirelength": {"value": 316000, "unit": "µm"},
  "worst_setup_path_end_kind": {"value": "flop"},
  "hold-path-cell-count": {"value": 1},
  "crit_arrival": {"value": 138.84, "unit": "ns"},
  "cts_inserted_buffers": {"value": 120},
  "rr_worst_depth": {"value": 372},
  "yosysCellCount": {"value": 4462},
  "capture_endpoint_of_the_worst_hold_path": {"value": "G[63].u_SubModule_0.b[3]$_DFFE_PP0P_"},
  "outcome": {"value": "finished clean"},
  "slew_headroom": {"value": 45.7, "unit": "%"},
  "postRouteAntennaNets": {"value": 0},
  "seq_area_frac_synth": {"value": 48.0, "unit": "%"},
  "post_detailed_route_wirelength_per_cell": {"value": 27.5, "unit": "µm"},
  "asyncSetResetFlopFracSynth": {"value": 50.0, "unit": "%"},
  "yosys_register_bits": {"value": 1024},
  "grt_max_degree": {"value": 72},
  "worstSetupPathType": {"value": "in -> reg"},
  "via_count_of_the_first_global_routing_pass": {"value": 42100},
  "tritoncts_num_sinks": {"value": 1024},
  "cp_max_fo": {"value": 26}
}
==> how the worst max path moves through the flow <==
stage	from	end	slack, ns
6_report	data[0]	G[63].u_SubModule_0.ab[1]$_DFFE_PP_	20.14
4_1_cts	data[0]	G[63].u_SubModule_0.ab[1]$_DFFE_PP_	20.38
5_1_grt	data[0]	G[63].u_SubModule_0.ab[1]$_DFFE_PP_	11.43
==> placed cells by master (no fill, tap or decap), types with 7 or more instances in the layout <==
cell type           n
mux2_2           1366
clkdlybuf4s50_1  1025
edfxtp_1          512
dfrtp_1           512
ha_1              512
inv_1             451
buf_4             128
clkbuf_16         122
and2_1             70
nand2b_1           65
a21oi_1            65
o21a_1             65
and3_1             64
mux2i_1            63
nor2_1             62
a2111oi_0          62
a21o_1             62
o211ai_1           60
a221oi_1           60
o21ai_2            57
clkinv_2           26
o21ai_0            23
nand2_1            23
clkbuf_1           21
clkbuf_8           15
bufinv_16          14
clkinv_1            9
a32oi_1             8
a31oi_1             8
a41oi_1             8
inv_6               8
clkinvlp_4          8
mux2_4              7
==> through the flow <==
| step | hold slack [ns] | util (%) | area [µm²] | setup slack (ns) |
|---|---|---|---|---|
| final | 0.550 | 39.5 | 76300 | 20.14 |
| after global routing | 0.577 | 39.5 | 76300 | 11.43 |
| after CTS | 0.551 | 39.5 | 76300 | 20.38 |
| after detailed placement | 0.533 | 37.3 | 72200 | 19.89 |
| after global placement | 0.537 | 37.3 | 72200 | 20.90 |
| after floorplan | 0.479 | - | 58700 | 34.49 |
==> sequential cells by signal, indices dropped and copies added, names as in the netlist <==
register            cells
u_SubModule_0.b         8
G.u_SubModule_0.ab    504
G.u_SubModule_0.b     504
u_SubModule_0.ab        8
==> cell families after synthesis <==
family / synth area share, %
buffers and inverters: 4.85
adders and majority gates: 10.9
DFF: 48.0
muxes: 27.5
and+or+nand+nor: 2.83
AOI/OAI and AO/OA: 5.90
==> synthesized netlist by cell type, types with 2 or more instances <==
master	number	area share (%)
mux2_2	1366	26
dfrtp_1	512	22
edfxtp_1	512	26
ha_1	512	11
inv_1	452	2.9
buf_2	124	1.1
clkbuf_1	109	0.70
and2_1	70	0.75
a21oi_1	65	0.55
nand2b_1	65	0.69
o21a_1	65	0.83
and3_1	64	0.68
mux2i_1	63	1.1
a2111oi_0	62	0.93
a21o_1	62	0.79
nor2_1	62	0.40
a221oi_1	60	0.90
o211ai_1	60	0.77
o21ai_1	60	0.51
nand2_1	23	0.15
o21ai_0	23	0.20
buf_1	15	0.096
a31oi_1	8	0.085
a32oi_1	8	0.12
a41oi_1	8	0.12
mux2_4	7	0.18
buf_6	3	0.058
nand3_1	3	0.026
nand4_1	3	0.032
a2111o_1	2	0.038
and4_1	2	0.030
nand2b_4	2	0.047
nor3_1	2	0.017
==> critical path: cells and delay by family <==
kind	cells	cell delay [ns]
AND-OR/OR-AND	134	45.29
adder cells (fa/ha/maj)	64	17.46
buffers and inverters	56	16.46
multiplexers	61	17.92
AND/OR/NAND/NOR	59	9.54
==> area by class of cell <==
class / count / area (µm²)
Fill cell: 17900 / 117000
Multi-Input combinational cell: 2732 / 27900
Clock inverter: 71 / 791
Sequential cell: 1024 / 28200
Timing Repair Buffer: 1153 / 11200
Tap cell: 2526 / 3160
Antenna cell: 6 / 15.0
Inverter: 452 / 1700
Clock buffer: 158 / 3340
==> metal layers <==
layer	part of all wire (%)	vias up	global-route usage, %	routed length [µm]
li1	-	18600	-	-
met1	37	20300	28.4	83600
met2	49	1452	38.0	110000
met3	7.5	354	6.85	16800
met4	5.6	0	10.5	12600
met5	0	-	0.171	0
